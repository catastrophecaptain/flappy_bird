<file path="flow/config.mk">
export PLATFORM = sky130hd
export DESIGN_NAME = vga_sync
export DESIGN_NICKNAME = vga_sync
export VERILOG_FILES = /design/flow/design.v
export SDC_FILE = /design/flow/constraint.sdc
export NUM_CORES = 4
export LEC_CHECK = 1
export CORE_AREA = 10 10 114 114
export DIE_AREA = 0 0 124 124
</file>
<file path="flow/constraint.sdc">
current_design vga_sync

set clk_period 3.9
set clk_io_pct 0.2

create_clock -name clk0 -period $clk_period [get_ports {vga_clk}]

set non_clock_inputs [all_inputs -no_clocks]
set_input_delay [expr $clk_period * $clk_io_pct] -clock clk0 $non_clock_inputs
set_output_delay [expr $clk_period * $clk_io_pct] -clock clk0 [all_outputs]
</file>
<file path="flow/design.v">
`timescale 1ns / 1ps
module vga_sync (vga_clk,clrn,d_in,row_addr,col_addr,rdn,r,g,b,hs,vs);  
   input     [11:0] d_in;      
   input            vga_clk;   
   input            clrn;
   output reg [8:0] row_addr;  
   output reg [9:0] col_addr;  
   output reg [3:0] r,g,b;  
   output reg       rdn;       
   output reg       hs,vs;     
   reg [9:0] h_count;  
   always @ (posedge vga_clk) begin
       if (!clrn) begin
           h_count <= 10'h0;
       end else if (h_count == 10'd799) begin
           h_count <= 10'h0;
       end else begin 
           h_count <= h_count + 10'h1;
       end
   end
   reg [9:0] v_count;  
   initial begin
     h_count = 10'h0;
     v_count = 10'h0;
    end
   always @ (posedge vga_clk or negedge clrn) begin
       if (!clrn) begin
           v_count <= 10'h0;
       end else if (h_count == 10'd799) begin
           if (v_count == 10'd524) begin
               v_count <= 10'h0;
           end else begin
               v_count <= v_count + 10'h1;
           end
       end
   end
    wire  [9:0] row    =  v_count - 10'd35;      
    wire  [9:0] col    =  h_count - 10'd143;     
    wire        h_sync = (h_count > 10'd95);     
    wire        v_sync = (v_count > 10'd1);      
    wire        read   = (h_count > 10'd142) &&  
                         (h_count < 10'd783) &&  
                         (v_count > 10'd34)  &&  
                         (v_count < 10'd515);    
    always @ (posedge vga_clk) begin
        row_addr <=  row[8:0];  
        col_addr <=  col;       
        rdn      <= ~read;      
        hs       <=  h_sync;    
        vs       <=  v_sync;    
        r        <=  rdn ? 4'h0 : d_in[3:0];  
        g        <=  rdn ? 4'h0 : d_in[7:4];  
        b        <=  rdn ? 4'h0 : d_in[11:8];  
    end
endmodule
</file>
<file path="flow/run.sh">
#!/bin/bash
# OpenROAD 26Q1-2900-gdf79404cd8, Yosys 0.63+post, stock flow scripts
make -C /OpenROAD-flow-scripts/flow DESIGN_CONFIG=/design/flow/config.mk WORK_HOME=/design/flow/orfs finish
</file>
==> impl_metrics.tcl <==
# place-and-route summary
set metrics [dict create \
    power_frac_comb_pct 3.2 \
    pwr-share-clk_pct 38.8 \
    die-height_microns 124 \
    cpMaxStageDelayCell "dfxtp_1" \
    period_used_pct 57.25 \
    initial_utilization_pct 20.26 \
    nFillCells 1088 \
    synth-xor-area-share_pct 9.129 \
    max_stage_delay_ns 0.59 \
    maxSlewViolCount 0 \
    wire_per_inst_microns 11.87 \
    io_buffer_count 47 \
    grt-ovfl-total 0 \
    fin_util_pct 26.68 \
    synth_cell_types 44 \
    crit_arrival_ns 1.45 \
    ys.flops 54 \
    via_count 1446 \
    hold_depth 1 \
    drcViolationCount 0 \
    r2r-end "v_count[4]" \
    worst_hold_path.endpoint "col_addr[0]" \
    synth-edff-count 0 \
    min-delay-start "h_count[0]" \
    hp-class "reg -> reg" \
    power-per-cell-area_mw_per_mm2 349.4 \
    mux_share_pct 1.541 \
    yosysChipArea_sq_mm 0.002111 \
    async_flop_share_pct 18.52 \
    grt_pass1_wl_mm 7.127 \
    drv_cap 0 \
    cts_buffers 5 \
    avgViaCountPerCell 3.887 \
    place_inst 364 \
    clock_latency_ns 0.31 \
    drt_iter0_markers 59 \
    rrSetupSlack_ns 1.80 \
    drive_above_1_share_pct 6.780 \
    synth_cells 197 \
    clockRootBuffer "clkbuf_8" \
    yosys_warnings 1 \
    r2r_start "h_count[1]" \
    rsz0062_at_grt "false" \
    syn_area_per_cell_sq_um 10.71 \
    worst_pin_slew_ns 0.6134 \
    grt_max_degree 18 \
    seqPwrFrac_pct 58.0 \
    critPathTopFamily "flip-flops" \
    crit_required_ns 3.12 \
    internal-power_mw 0.7729 \
    die-area_sq_mm 0.01538 \
    ys_sh_adder_pct 4.149 \
    tool_warnings 30 \
    period_minus_slack_ns 2.233 \
    switching_share_pct 20.40 \
    cp_max_fo 13 \
    end_kind "primary output" \
    postSynthSeqShare_pct 53.59 \
    simple_gate_area_share_pct 18.91 \
    clockBufferDepth 2 \
    skew_ns 0.007020 \
    logic_family "simple AND/OR/NAND/NOR gates" \
    status "finished clean" \
    postCtsSetupRepairBufs 0 \
    cts_tree "done" \
    report.final.hold_viol_count 0 \
    dpl.hpwl_mm 3.170 \
    timing.fmax_mhz 447.9 \
    yosysCellCount 197 \
    worst-r2r-cell-count 5 \
    cts_resized 0 \
    antenna_found_initial 0 \
    clk_pin_slew_ns 0.10 \
    holdBufCountCts 0 \
    htree_levels 2 \
    final_cells 372 \
    globalplace.congestion 0.8038 \
    slew_headroom_pct 58.98 \
    critPathLaunchType "flop" \
    critPathKind "reg -> out" \
    ant_nets 0 \
    grt.total_usage_pct 5.618 \
    compound_area_share_pct 7.943 \
    crit_chain "clkdlybuf4s50_1" \
    p_switching_mw 0.1981 \
    grt_pass1_vias 1382 \
    firstDrtPassIters 5 \
    setup_violations 0 \
    leakagePower_nw 1.088 \
    peakVddDrop_mv 0.2092 \
    rows 37 \
    fin_setup_tns_ns 0 \
    wl_mm 4.415 \
    core-area_sq_mm 0.01042 \
    num_antenna_cells 0 \
    die-width_microns 124 \
    critPathBufInv 1 \
    syn_area_sq_mm 0.002111 \
    cts.sinks 54 \
    syn_to_final_growth_pct 31.65 \
    num_io_pins 48 \
    ff_type "dfxtp_1" \
]
## cells in the final DEF (no fill, tap or decap), types with 7 or more instances in the layout
cell type / n
clkdlybuf4s50_1: 47
ha_1: 7
xor2_1: 15
xnor2_1: 7
nor2b_1: 13
nor2_1: 10
nand2_1: 8
nand4_1: 7
nor3_1: 7
dfxtp_1: 44
dfrtp_1: 10
## kinds of logic after synthesis
logic type / Yosys count
AND/OR/NAND/NOR: 67
flip-flops: 54
AND-OR/OR-AND: 24
XOR/XNOR: 22
buffers and inverters: 20
adder cells (fa/ha/maj): 7
multiplexers: 3
## metal layers
metal / wire [microns] / part of all wire [%] / vias to the layer above / track usage [%]
met5: 0 / 0 / - / 0
met4: 90 / 2.0 / 0 / 1.007
met3: 413 / 9.4 / 5 / 1.515
met2: 1828 / 41 / 39 / 8.146
met1: 2082 / 47 / 656 / 8.362
li1: - / - / 746 / -
## cells in the mapped netlist (2+ instances only)
cell / n / share of area [%]
a21oi_1: 4 / 0.95
and2_1: 2 / 0.59
and3_1: 4 / 1.2
and4_1: 2 / 0.83
buf_2: 8 / 1.9
buf_4: 2 / 0.71
clkbuf_1: 5 / 0.89
dfrtp_1: 10 / 12
dfxtp_1: 44 / 42
ha_1: 7 / 4.1
inv_1: 4 / 0.71
mux2_2: 2 / 1.1
nand2_1: 8 / 1.4
nand3_1: 5 / 1.2
nand4_1: 7 / 2.1
nor2_1: 10 / 1.8
nor2b_1: 13 / 3.9
nor3_1: 7 / 1.7
o21ai_0: 5 / 1.2
o31ai_1: 3 / 1.1
o41ai_1: 2 / 0.83
xnor2_1: 7 / 2.9
xor2_1: 15 / 6.2
## worst max-delay path by stage
stage / slack, ns / startpoint / endpoint / cells after the start
after CTS: 1.64 / rdn / rdn / 1
final: 1.67 / rdn / rdn / 1
after global routing: 1.55 / rdn / rdn / 1
## flip-flops by register name (all words and copies together) (netlist names), 4 cells and up
signal and cells:
col_addr 10, h_count 10, v_count 10, row_addr 9, b 4, g 4
r 4
## layout make-up
| class | count | area, sq um | area share (%) |
|---|---|---|---|
| clock buffer | 5 | 68.82 | 2.476 |
| inverter | 4 | 15.01 | 0.5403 |
| clock inverter | 3 | 43.79 | 1.576 |
| sequential | 54 | 1131 | 40.70 |
| tap | 136 | 170.2 | 6.123 |
| timing repair buffer | 47 | 470.5 | 16.93 |
| multi-input combinational | 123 | 879.6 | 31.65 |
## metrics by stage
step	area [sq um]	hold WS (ns)	setup slack (ns)	power, mW
after global routing	2779	0.5127	1.554	1.013
after CTS	2779	0.4641	1.640	0.9887
after floorplan	2111	0.4128	2.267	0.5815
final	2779	0.4623	1.667	0.9710
after detailed placement	2666	0.4434	1.680	0.6075
after global placement	2666	0.4422	1.735	0.6075
## power by group through the flow
stage	registers, mW	logic, mW	clock network [mW]
CTS	0.563	0.0325	0.393
global route	0.564	0.0346	0.414
finish	0.563	0.0312	0.377
Power is estimated from default activity; no workload was simulated.
